[config.mk]
export PLATFORM = sky130hd
export DESIGN_NAME = Mux_to_Mem
export DESIGN_NICKNAME = Mux_to_Mem
export VERILOG_FILES = /design/flow/design.v
export SDC_FILE = /design/flow/constraint.sdc
export NUM_CORES = 4
export LEC_CHECK = 1
export CORE_AREA = 10 10 71 71
export DIE_AREA = 0 0 81 81
[constraint.sdc]
current_design Mux_to_Mem

set clk_period 1.0
set clk_io_pct 0.2

create_clock -name clk0 -period $clk_period

set non_clock_inputs [all_inputs -no_clocks]
set_input_delay [expr $clk_period * $clk_io_pct] -clock clk0 $non_clock_inputs
set_output_delay [expr $clk_period * $clk_io_pct] -clock clk0 [all_outputs]
[design.v]
module Mux_to_Mem (
    input  wire    [1:0]     selector,
    input  wire    [31:0]    Data_0,
    input  wire    [31:0]    Data_1,
    input  wire    [31:0]    Data_2,
    output wire    [31:0]    Data_out
);
    assign Data_out = selector[1] ? Data_2 : (selector[0] ? Data_0 : Data_1);
endmodule
[run.sh]
#!/bin/bash
# OpenROAD 26Q1-2900-gdf79404cd8, Yosys 0.63+post, stock flow scripts
make -C /OpenROAD-flow-scripts/flow DESIGN_CONFIG=/design/flow/config.mk WORK_HOME=/design/flow/orfs finish
==> qor.txt <==
WL/cell -> 15.4 um
fin area -> 1930 um^2
met1 Use GR -> 0.145
Post-Syn Area -> 714 um^2
Yosys top cell by area -> mux2i_1
Yosys top cell area share -> 0.448
crit start category -> input port
RSZ-0062 raised after global routing -> yes
CP startpoint -> selector[0]
CP max stage cell -> mux2i_2
crit path DRT -> 800 ps
Commonest cells post-synth -> 32 x mux2i_1, 32 x nand2_1, 28 x o21ai_1, 7 x buf_2, 3 x buf_12
first-pass GRT wire length -> 6620 um
Hold Crit Depth -> 3
YS chip area -> 714 um^2
post-route setup slack -> -108 ps
DR vias/cell -> 4.21
Die Wd -> 81 um
sequential power share -> 0
final routed DRC violation total -> 0
Syn. warnings -> 0
vias in the first global route -> 1254
Via Count -> 1213
Total GRT Usage -> 0.125
yosys cell count -> 107
Die Y -> 81 um
layout cells sized above 1 -> 0.217
CP cell instances -> buf_12 -> buf_12 -> buf_12 -> mux2i_2 -> o21ai_2 -> buf_2
M3 GR Usage -> 0.0490
grt ovf -> 0
hold path start -> selector[1]
core area -> 3630 um^2
Post-synth area hogs -> mux2i_1 45%, o21ai_1 20%, nand2_1 17%
RD Place Congestion -> 0.874
worst min path class -> in2out
DR iter-0 viols -> 30
Max IR drop VDD -> 0.134 mV
Final period util -> 1.11
row cnt -> 22
CP dominant cell by count -> buf_12
failing checks -> negative setup slack
flop count -> 0
combinational power share -> 1.000
Seq share, synth -> 0
# IOs -> 130
I/O Buffers -> 130
NetSw -> 0.233 mW
GRT Max-Usage Layer -> met2
Pwr per Cell Area -> 362 nW/um^2
Crit Path Max Fanout -> 5
OpenROAD warning count -> 34
clock power share -> 0
Antenna Cells -> 0
clock buffer count -> 0
Chip Area -> 6560 um^2
detailed placement HPWL -> 3810 um
total length of routed wires -> 4450 um
Finished Core Util -> 0.531
Post-CTS Hold Buffers -> 0
initial antenna violation count -> 0
Achievable Freq -> 903 MHz
CP peak stage delay -> 140 ps
Cell Int Power -> 0.467 mW
Worst Tran Pin Value -> 142 ps
crit path kind -> in2out
Critical Path AT -> 910 ps
Area Overhead vs Synth -> 170%
placed cell areas -> 2060 um^2
crit end category -> output pin
largest net degree at the start of global routing -> 16
post-layout min period -> 1110 ps
Hold Fails Final Rpt -> 0
TritonRoute pass-1 iters -> 4
Unique cell types -> 8
Flop area -> 0 um^2
met2 Usage GRT -> 0.224
Sw Share -> 0.333
antenna-violating nets left -> 0
fill count -> 373
P_leak -> 1.05 nW
Pre-Place Util -> 0.197
final tally of max-slew violations -> 0
Mean Syn Cell Area -> 6.68 um^2
status -> finished with violations
Max-slew headroom -> 0.902
Synth Instances -> 107
MaxCap Viol Count -> 0
CP endpoint -> Data_out[7]
final setup fails -> 22
worst min path at each step:
stage                           to  slack, ps
after CTS             Data_out[31]        750
after global routing  Data_out[31]        770
final                 Data_out[31]        760
critical path: cells and delay by family:
family / cells / cell delay, ps
AOI/OAI and AO/OA: 1 / 90
muxes: 1 / 140
buffers and inverters: 4 / 470
per-layer routing:
metal	vias to the layer above	share of wire	wire length, um
met5	-	0	0
met4	0	0	0
met3	0	0.10	461
met2	62	0.50	2240
met1	507	0.39	1750
li1	644	-	-
cells by family (layout without fill, tap and decap cells):
logic type,count (synthesis),count (layout),synth area share
buffers and inverters,11,144,0.149
and+or+nand+nor,32,32,0.168
muxes,32,32,0.448
AOI/OAI and AO/OA,32,32,0.235
per-stage QoR:
stage          hold WS (ps)  cells  power [mW]  TNS [ps]  setup WS, ps
2_1_floorplan           456    107       0.232         0          97.5
3_3_place_gp           1080    283       0.866    -16720          -558
3_5_place_dp           1100    283       0.872    -17030          -569
4_1_cts                 750    288       0.710     -1530          -136
5_1_grt                 774    288       0.771     -2620          -155
6_report                756    288       0.700     -1080          -108
timing repair:
action / CTS / global route
cloned: 2 / 0
resized: 200 / 2
setup endpoints to repair: 32 / 32
buffers inserted: 3 / 0
pin swaps: 37 / 22
power groups by stage:
stage	combinational [mW]	clock, mW	sequential (mW)
after CTS	0.710	0	0
after global routing	0.771	0	0
final	0.700	0	0
cell type report:
class / instances / area [um^2] / area share
repair buffers: 144 / 1250 / 0.645
multi-input cells: 96 / 624 / 0.323
well taps: 48 / 60.1 / 0.0311
layout by cell type, fill, tap and decap left out:
| master | n |
|---|---|
| buf_12 | 5 |
| o21ai_2 | 2 |
| nand2_1 | 32 |
| mux2i_4 | 1 |
| mux2i_2 | 1 |
| buf_4 | 5 |
| dlygate4sd2_1 | 90 |
| clkdlybuf4s50_1 | 6 |
| buf_6 | 4 |
| mux2i_1 | 30 |
| buf_16 | 2 |
| buf_2 | 32 |
| o21ai_1 | 30 |
No activity file was given, so power comes from the tool's default toggle rates.
