[flow/design.v]
module Mux_to_pc (
    input wire    [1:0]     selector,
    input wire    [31:0]    Data_0, 
    input wire    [31:0]    Data_1, 
    input wire    [31:0]    Data_2, 
    input wire    [31:0]    Data_3, 
    output wire   [31:0]    Data_out
);
    assign Data_out = selector[1] ? (selector[0] ? Data_0 : Data_1) : (selector[0] ? Data_2 : Data_3);
endmodule
[flow/run.sh]
#!/bin/bash
# OpenROAD 26Q1-2900-gdf79404cd8, Yosys 0.63+post, stock flow scripts
make -C /OpenROAD-flow-scripts/flow DESIGN_CONFIG=/design/flow/config.mk WORK_HOME=/design/flow/orfs finish
[flow/config.mk]
export PLATFORM = sky130hd
export DESIGN_NAME = Mux_to_pc
export DESIGN_NICKNAME = Mux_to_pc
export VERILOG_FILES = /design/flow/design.v
export SDC_FILE = /design/flow/constraint.sdc
export NUM_CORES = 4
export LEC_CHECK = 1
export CORE_AREA = 10 10 95 95
export DIE_AREA = 0 0 105 105
[flow/constraint.sdc]
current_design Mux_to_pc

set clk_period 1.0
set clk_io_pct 0.2

create_clock -name clk0 -period $clk_period

set non_clock_inputs [all_inputs -no_clocks]
set_input_delay [expr $clk_period * $clk_io_pct] -clock clk0 $non_clock_inputs
set_output_delay [expr $clk_period * $clk_io_pct] -clock clk0 [all_outputs]
==> impl_metrics.yaml <==
# flow metrics
detailed_routing:
  drt-total-wl_um: 6580
  drt-vias-per-instance: 4.13
  route.detailed.drc: 0
  drt_iter0_markers: 16
  vias: 1256
  routedWlPerCell_um: 21.6
  antenna_left: 0
  first_pass_iters: 3
layout:
  final_area_um2: 2370
  comb_area_um2: 721
  fill_cells: 767
  flop-count: 0
  final_layout_size_suffix_gt1_share_pct: 36.9
  final-seq-area_um2: 0
  num-clock-buffers: 0
  fin_util_pct: 34.3
  syn_to_final_growth_pct: 191
power:
  power_per_cell_area_nw_per_um2: 361
  irDropWorstVdd_uv: 119
  power.total_uw: 855
  p_leak_uw: 0.00112
sta:
  worst_slack_ns: -0.306
  slew_headroom_pct: 93.0
  max_clock_freq_mhz: 766
  final-hold-violation-count: 0
  min_period_ns: 1.31
  final-max-slew-violation-count: 0
  finalClockPeriodUsage_pct: 131
  finalSetupViolations: 32
  tns_ns: -8.91
  fin_hold_ws_ns: 0.879
  rsz0062_at_grt: "yes"
  worst_pin_slew_ns: 0.104
outcome:
  violations: "negative setup slack"
  status: "complete, but fails checks"
setup_path:
  critPathRequiredTime_ns: 0.80
  critPathArrivalTime_ns: 1.11
  worst-path-max-fanout: 7
  cp-start-kind: "input pin"
  path_class: "in -> out"
  critPathCaptureType: "output pin"
yosys:
  synth_area_leader_cell: "mux4_2"
  ys_cells: 39
  ys_sh_mux_pct: 89.4
  ys_warn_count: 0
  top_logic_kind: "multiplexers"
  syn-instance-count: 39
  synth-simple-area-share_pct: 0
  synth-xor-area-share_pct: 0
  synth-seq-area-share_pct: 0
  synth.top_cell.area_share_pct: 82.9
  synth_area_um2: 815
  netlist-cell-type-count: 5
  yosys_area_um2: 815
  synthAoiAreaFrac_pct: 0
  syn_avg_cell_area_um2: 20.9
  ys_sh_adder_pct: 0
  top_cells_by_area: "mux4_2 (83%), buf_12 (7.4%), mux4_1 (6.5%)"
grt:
  grt_pass1_wl_um: 9570
  grt_antenna_before_repair: 4
  first_global_vias: 1547
  track_usage_pct: 11.5
  overflow: 0
  grt_max_degree: 17
floorplan:
  rows: 30
  die_w_um: 105
  io_pins: 162
  die_h_um: 105
  initCoreUtil_pct: 11.8
  die-area_um2: 11000
  core_um2: 6910
hold_path:
  hp-class: "in -> out"
placement:
  placed_cell_area_um2: 2540
  dp_hpwl_um: 5700
  globalplace.congestion: 0.802
  port_buffers: 162
job:
  cap_violations: 0
  warning_count: 35
clock_network:
  postCtsSetupBuffers: 0
==> cell usage after synthesis (all sizes together) <==
master	number
mux4	32
buf	7
==> report_power, final <==
part,total [uW],switching [uW],internal [uW],leakage [uW]
clock,0.000669,0,0.000669,0.0000000317
combinational,855,227,629,0.00112
sequential,0,0,0,0
total,855,227,629,0.00112
==> cell usage in the layout (no fill, tap or decap) <==
master         instances
buf_2                 32
mux4_2                32
buf_6                  1
bufbuf_16              1
diode_2                5
buf_16                 4
buf_12                 3
buf_4                  1
dlygate4sd2_1        128
buf_8                  1
==> layer usage <==
metal  vias to the layer above  GRT usage (%)  wire length, um
met3                         2           8.45             1140
met1                       587           13.0             2530
met2                       121           18.4             2890
met5                         -              0               13
li1                        544              -                -
met4                         2              0                2
==> cell type report <==
type | count | area share [%]
Timing Repair Buffer | 171 | 64.0
Tap cell | 96 | 5.07
Multi-Input combinational cell | 32 | 30.4
Antenna cell | 5 | 0.528
==> per-stage QoR <==
step | setup WS, ns | cells
6_report | -0.306 | 304
5_1_grt | -0.341 | 299
4_1_cts | -0.316 | 299
3_5_place_dp | -0.939 | 295
3_3_place_gp | -0.931 | 295
2_1_floorplan | -0.0916 | 39
==> path summary, 6_finish.rpt <==
check	slack (ns)	depth (start not counted)	endpoint	start
min	0.88	3	Data_out[11]	Data_3[11]
max	-0.31	4	Data_out[4]	selector[0]
==> critical path, cell delays in order <==
cell    delay [ns]
buf_16        0.13
buf_12        0.14
mux4_2        0.50
buf_2         0.14
==> what timing repair did <==
action	in CTS	in global routing
endpoints found under the setup margin	32	32
gates resized	249	0
hold buffers	0	0
cloned	4	0
==> cell families after synthesis <==
logic type | count (synthesis)
multiplexers | 32
buffers and inverters | 7
No activity file was given, so power comes from the tool's default toggle rates.
