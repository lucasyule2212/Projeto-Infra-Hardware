<file path="design/flow/run.sh">
#!/bin/bash
# OpenROAD 26Q1-2900-gdf79404cd8, Yosys 0.63+post, stock flow scripts
make -C /OpenROAD-flow-scripts/flow DESIGN_CONFIG=/design/flow/config.mk WORK_HOME=/design/flow/orfs finish
</file>
<file path="design/flow/config.mk">
export PLATFORM = sky130hd
export DESIGN_NAME = Mux_wr
export DESIGN_NICKNAME = Mux_wr
export VERILOG_FILES = /design/flow/design.v
export SDC_FILE = /design/flow/constraint.sdc
export NUM_CORES = 4
export LEC_CHECK = 1
export CORE_AREA = 10 10 123 123
export DIE_AREA = 0 0 133 133
</file>
<file path="design/flow/constraint.sdc">
current_design Mux_wr

set clk_period 2.4
set clk_io_pct 0.2

create_clock -name clk0 -period $clk_period

set non_clock_inputs [all_inputs -no_clocks]
set_input_delay [expr $clk_period * $clk_io_pct] -clock clk0 $non_clock_inputs
set_output_delay [expr $clk_period * $clk_io_pct] -clock clk0 [all_outputs]
</file>
<file path="design/flow/design.v">
module Mux_wr (
    input wire    [2:0]     selector, 
    input wire    [31:0]    Data_0,  
    input wire    [31:0]    Data_1,  
    input wire    [31:0]    Data_2,  
    input wire    [31:0]    Data_3,  
    input wire    [31:0]    Data_4,  
    input wire    [31:0]    Data_5,  
    input wire    [31:0]    Data_6,  
    output wire   [31:0]    Data_out
);
    wire [31:0] A1;
    wire [31:0] A2;
    assign A1 = selector[1] ? (selector[0] ? Data_0 : Data_1) : (selector[0] ? Data_2 : Data_3);
    assign A2 = selector[1] ? Data_6 : (selector[0] ? Data_4 : Data_5);
    assign Data_out = selector[2] ? A1 : A2;
endmodule
</file>
==> impl_metrics.toml <==
# generated from flow reports
[floorplan]
die_h_um = 133
rows = 41
chipArea_um2 = 17700
num_io_pins = 259
core_util_floorplan_pct = 16.3
core_um2 = 12600
dieWidth_um = 133

[drt]
drc = 0
drt-pass1-iter-count = 4
viasPerCell = 4.43
drt_iter0_markers = 71
wire_per_inst_um = 19.3
vias = 2843
ant_nets = 0
routed_wirelength_um = 12400
antennaDiodeCount = 0

[placement]
detailed_place_hpwl_um = 10900
dp.cells = 642
io_buffer_count = 259
routabilityCongestion = 0.779

[cells_and_area]
fillers = 1283
fin_cells = 642
nClkBuffers = 0
final_layout_size_suffix_gt1_share_pct = 11.1
final_common_cell = "clkdlybuf4s50_1"
ff_count = 0
seq_area_um2 = 0
final_cell_mix = "244 x clkdlybuf4s50_1, 96 x mux2i_1, 32 x o21ai_0, 32 x a21o_1, 30 x o221ai_2"
area_delta_synth_final_pct = 137

[synth]
avgSynthCellArea_um2 = 9.25
synthDistinctLibCells = 12
ys_seq_share_pct = 0
syn_area_um2 = 2050
yosysWarnings = 0
yosys-stat-cells = 222
ys_area_um2 = 2050
synth_cells = 222

[critical_path]
start_kind = "input pin"
cp-end-kind = "primary output"
arrival_ps = 1820
crit_path_max_fanout = 25
crit_required_ps = 1920
crit_type = "input pin to primary output"

[min_path]
hold_depth = 5
hp-class = "input pin to primary output"
worstHoldEndpoint = "Data_out[9]"
min_from = "selector[2]"

[power]
vdd_drop_max_mv = 0.0619
p_leak_uw = 0.00210
power_density_nw_per_um2 = 175

[sta]
worstMarginPinSlew_ps = 250
fin_crit_ps = 2300
max-slew-margin-rel_pct = 82.8
holdWs_ps = 1650
max_freq_mhz = 436
finalSetupViolCount = 0
finalHoldViolCount = 0
post-route-period-util_pct = 95.7
maxSlewViolCount = 0
grt_setup_unrepaired = "no"

[grt]
overflow = 0
grt_start_max_net_pins = 30
grt_pass1_wl_um = 18900
grt_util_all_layers_pct = 13.3
grt_pass1_vias = 3123
antenna_found_initial = 0

[run]
cap_violations = 0
tool_warnings = 32

[cts]
ctsResizeCount = 8
cts_setup_buffers = 0
holdBufCountCts = 0

[status]
status = "finished clean"
[cell type report]
type | instances | area, µm² | share of cell area (%)
multi-input cells | 194 | 1850 | 38.0
well taps | 172 | 215 | 4.42
repair buffers | 276 | 2810 | 57.6
[how the worst max path moves through the flow]
stage                from            to  slack [ps]  depth (start not counted)
CTS           selector[1]   Data_out[7]           5                          5
finish        selector[2]  Data_out[11]         100                          6
global route  selector[2]  Data_out[14]          20                          6
[metal layers]
metal	up-vias	track usage (%)	wire, µm
met1	1276	16.3	5160
li1	1402	-	-
met5	-	0	0
met3	2	4.77	1220
met2	163	23.0	5980
met4	0	0.244	29
[cell usage after synthesis]
| cell type | instances | area [µm²] |
|---|---|---|
| nand2b_1 | 1 | 6.26 |
| buf_2 | 6 | 30.0 |
| o221ai_1 | 2 | 17.5 |
| mux2i_1 | 96 | 961 |
| clkbuf_1 | 8 | 30.0 |
| buf_12 | 1 | 20.0 |
| o221ai_2 | 30 | 450 |
| buf_4 | 4 | 30.0 |
| buf_6 | 9 | 101 |
| a21o_1 | 32 | 240 |
| or2_1 | 1 | 6.26 |
| o21ai_0 | 32 | 160 |
[where the power goes]
part	switching [µW]	internal, µW
registers	0	0
logic	260	591
clock network	0	0
total	260	591
[logic make-up after synthesis]
family,after synthesis,synth area share [%]
AND/OR/NAND/NOR,2,0.610
buffers and inverters,28,10.3
AND-OR/OR-AND,96,42.3
multiplexers,96,46.8
[critical path, stage by stage]
cell	delay [ps]
buf_2	150
buf_4	280
o21ai_0	130
a21o_1	180
o221ai_2	60
clkdlybuf4s50_1	510
[metrics by stage]
step	setup WS (ps)	cell area [µm²]	setup TNS [ps]	power, µW	utilization, %
floorplan	721	2050	0	311	-
global placement	-255	4810	-7420	859	38.3
detailed placement	-279	4810	-8200	863	38.3
CTS	4.70	4830	0	872	38.5
global route	18.3	4870	0	922	38.8
finish	104	4870	0	851	38.8
Power and IR drop assume default switching activity.
